**flow/run.sh**
```bash
#!/bin/bash
# OpenROAD 26Q1-2900-gdf79404cd8, Yosys 0.63+post, stock flow scripts
make -C /OpenROAD-flow-scripts/flow DESIGN_CONFIG=/design/flow/config.mk WORK_HOME=/design/flow/orfs finish
```
**flow/config.mk**
```make
export PLATFORM = sky130hd
export DESIGN_NAME = carryLookAhead
export DESIGN_NICKNAME = carryLookAhead
export VERILOG_FILES = /design/flow/design.v
export SDC_FILE = /design/flow/constraint.sdc
export NUM_CORES = 4
export LEC_CHECK = 1
export CORE_AREA = 10 10 70 70
export DIE_AREA = 0 0 80 80
```
**flow/constraint.sdc**
```tcl
current_design carryLookAhead

set clk_period 3.0
set clk_io_pct 0.2

create_clock -name clk0 -period $clk_period

set non_clock_inputs [all_inputs -no_clocks]
set_input_delay [expr $clk_period * $clk_io_pct] -clock clk0 $non_clock_inputs
set_output_delay [expr $clk_period * $clk_io_pct] -clock clk0 [all_outputs]
```
**flow/design.v**
```verilog
module carryLookAhead(
    cout,sum,a,b,cin
);
input [3:0]a,b;
input cin;
output [3:0]sum;
output cout;
wire [3:0]p;
wire [3:0]g;
wire c1,c2,c3,c4;
assign p[0] = a[0] ^ b[0],p[1] = a[1] ^ b[1],p[2] = a[2] ^ b[2],p[3] = a[3] ^ b[3];
assign g[0] = a[0] & b[0],g[1] = a[1] & b[1],g[2] = a[2] & b[2],g[3] = a[3] & b[3];
assign c1 = (g[0] | (p[0] & cin)),c2 = (g[1] | (p[1] & (g[0] | (p[0] & cin)))), c3 = (g[2] | (p[2] & (g[1] | (p[1] & (g[0] | (p[0] & cin)))))), c4 = (g[3] | (p[3] & (g[2] | (p[2] & (g[1] | (p[1] & (g[0] | (p[0] & cin))))))));
assign sum[0] = p[0] ^ cin,sum[1] = p[1] ^ c1,sum[2] = p[2] ^ c2,sum[3] = p[3] ^ c3;
assign cout = c4;
endmodule
```
==> flow_summary.toml <==
# implementation run metrics
[final_timing]
maxSlewHeadroom_pct = 93.5
min_period_ns = 2.91
rsz0062_at_grt = "false"
finalHoldViolations = 0
final-setup-viol-count = 0
tightest_slew_ns = 0.0967
period_used_pct = 96.9
fin_ws_ns = 0.0926
drv_slew = 0
max_clock_freq_mhz = 344
final.setup.tns_ns = 0

[power]
switching_share_pct = 35.4
peakVddDrop_mv = 0.0417
powerDensity_nw_per_um2 = 146
p_switching_uw = 15.5
p_leak_uw = 0.000133
finalPower_uw = 43.9
seq_power_share_pct = 0
intPower_uw = 28.3
comb_power_share_pct = 100.0
clkPwrFrac_pct = 0

[status]
status = "completed"

[critical_path]
setup.worst_path.end = "sum[3]"
crit_required_ns = 2.40
startpoint = "b[0]"
cp_max_fo = 1
slowest_delay_ns = 0.43
cp_data_arrival_time_ns = 2.31
critPathLaunchType = "primary input"
cp_cell_sequence = "buf_2, inv_2, fa_2, inv_2, fa_2, fa_2, inv_2, fa_2, inv_2, buf_2"
criticalPathCategory = "in -> out"
critPathSlowestCell = "fa_2"
crit_path_end_kind = "primary output"

[route]
drc = 0
drt_wl_total_um = 472
ant_nets = 0
firstDrtPassIters = 1
first_iter_violations = 0
antennaDiodeCount = 0
vias = 133
vias_per_cell = 1.80
wl_per_cell_um = 6.38

[synth]
synth.distinct_cells = 2
ys_area_um2 = 118
top_cell_area_share_pct = 68.1
common_cells = "10 x inv_1, 4 x fa_1"
post-synth-top-count-cell = "inv_1"
yosysTopAreaCell = "fa_1"
yosysCellCount = 14
topCellsByArea = "fa_1 68%, inv_1 32%"
syn_inst = 14
ys_warn_count = 0
netlist_area_um2 = 118
avgSynthCellArea_um2 = 8.40
yosys.stat.seqShare_pct = 0

[placement]
port_buffers = 14
gp_congestion = 0.779
place_ws_ns = -0.741
place_area_um2 = 315
hpwl_um = 461

[run]
openroad.warnings = 32
cap_violations = 0

[grt]
overflow = 0
antenna_found_initial = 0
grt_max_degree = 2
first_global_vias = 149
track_usage_pct = 1.41
grt_pass1_wl_um = 717

[floorplan]
placementRows = 21
chipArea_um2 = 6400
die_h_um = 80
die_x_um = 80
io_pins = 14
coreArea_um2 = 3420
initial_utilization_pct = 3.44

[final_layout]
fin_area_um2 = 300
areaGrowthSynthToFinish_pct = 155
layout-drive-gt1-share_pct = 50.0
seq_cells = 0
nClkBuffers = 0
final-seq-area_um2 = 0

[min_path]
hold_path_class = "in -> out"
[per-layer routing]
| layer | track usage [%] | up-vias | routed length, µm |
|---|---|---|---|
| met5 | 0 | - | 0 |
| met4 | 0 | 0 | 0 |
| met3 | 0.568 | 0 | 63 |
| met2 | 2.09 | 13 | 158 |
| met1 | 2.00 | 60 | 251 |
| li1 | - | 60 | - |
[worst min-delay path by stage]
stage	from	to	slack (ns)	depth (start not counted)
4_1_cts	a[0]	sum[0]	1.99	5
5_1_grt	a[0]	sum[0]	2.01	5
6_report	a[0]	sum[0]	1.98	5
[critical path, delay by kind of cell]
kind       cells  cell delay (ns)
fa+ha+maj      4             1.31
buf+inv        6             0.39
[cell usage in the layout, fill, tap and decap left out, drive strengths merged]
cell type and n:
inv 10, dlygate4sd2 4, buf 4, clkdlybuf4s50 6, fa 4
[layout make-up]
type                            count  area [µm²]
Fill cell                         406        3120
Timing Repair Buffer               14         115
Multi-Input combinational cell      4        90.1
Tap cell                           46        57.6
Inverter                           10        37.5
[logic make-up after synthesis]
logic type	count (synthesis)	synth area share, %
buffers and inverters	10	31.9
adder cells (fa/ha/maj)	4	68.1
[power by group through the flow]
stage | Clock, µW | Combinational (µW) | Sequential [µW]
CTS | 0 | 46.2 | 0
global route | 0 | 50.8 | 0
finish | 0 | 43.9 | 0
[timing repair]
item | in CTS | in global routing
buffers inserted | 0 | 0
pin swaps | 4 | 4
resized | 25 | 1
hold buffers | 0 | 0
endpoints found under the setup margin | 4 | 1
[stage by stage]
stage          util [%]  instances  hold slack [ns]
2_1_floorplan         -         14             1.31
3_3_place_gp       9.23         74             2.24
3_5_place_dp       9.23         74             2.27
4_1_cts            8.79         74             1.99
5_1_grt            8.79         74             2.01
6_report           8.79         74             1.98
