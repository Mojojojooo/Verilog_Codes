### design/flow/config.mk
export PLATFORM = sky130hd
export DESIGN_NAME = counter
export DESIGN_NICKNAME = counter
export VERILOG_FILES = /design/flow/design.v
export SDC_FILE = /design/flow/constraint.sdc
export NUM_CORES = 4
export LEC_CHECK = 1
export CORE_AREA = 10 10 70 70
export DIE_AREA = 0 0 80 80
### design/flow/constraint.sdc
current_design counter

set clk_period 1.0
set clk_io_pct 0.2

create_clock -name clk0 -period $clk_period [get_ports {clock}]

set non_clock_inputs [all_inputs -no_clocks]
set_input_delay [expr $clk_period * $clk_io_pct] -clock clk0 $non_clock_inputs
set_output_delay [expr $clk_period * $clk_io_pct] -clock clk0 [all_outputs]
### design/flow/design.v
module counter(
    q,clock,clear
);
input clock,clear;
output [3:0]q;
reg [3:0]q;
always @(negedge clock or posedge clear) begin
    if(clear)
        q = 4'd0;
    else 
        q = (q+1) % 16;
end
endmodule
### design/flow/run.sh
#!/bin/bash
# OpenROAD 26Q1-2900-gdf79404cd8, Yosys 0.63+post, stock flow scripts
make -C /OpenROAD-flow-scripts/flow DESIGN_CONFIG=/design/flow/config.mk WORK_HOME=/design/flow/orfs finish
==> flow_summary.html <==
<h2>Synthesis and place &amp; route</h2>
<table>
<tr><th>Metric</th><th>Value</th></tr>
<tr><th colspan="2">Cells and area</th></tr>
<tr><td>Number of fillers in the final layout</td><td>400</td></tr>
<tr><td>Final Core Density</td><td>0.0923</td></tr>
<tr><td>Sequential cell area</td><td>100 um^2</td></tr>
<tr><td>Layout overhead on the synthesized area</td><td>121%</td></tr>
<tr><td>Fraction of layout cells with a size suffix above 1</td><td>0.625</td></tr>
<tr><td>Area of combinational cells with multiple inputs</td><td>52.6 um^2</td></tr>
<tr><td>Final std cell area, no fill</td><td>315 um^2</td></tr>
<tr><td>Flip-flop count of the largest register, all copies and words added</td><td>4</td></tr>
<tr><th colspan="2">Clock network</th></tr>
<tr><td>Buffers from clock root to sink, at most</td><td>2</td></tr>
<tr><td>Root Driver</td><td>sky130_fd_sc_hd__clkbuf_4</td></tr>
<tr><td>H-tree levels</td><td>1</td></tr>
<tr><td>Clock-pin slew reported for the worst setup and hold paths after clock tree synthesis</td><td>0.03 ns</td></tr>
<tr><td>Num CTS Buffers</td><td>3</td></tr>
<tr><td>TritonCTS clock tree</td><td>built</td></tr>
<tr><td>Source-to-sink clock delay at the later pin of the worst-skew pair</td><td>0.25 ns</td></tr>
<tr><td>Number of sinks on the clock net</td><td>4</td></tr>
<tr><th colspan="2">Final timing</th></tr>
<tr><td>PnR worst setup slack</td><td>-0.484 ns</td></tr>
<tr><td>Worst-case headroom to the max-slew limit</td><td>0.905</td></tr>
<tr><td>RSZ-0062 raised after global routing</td><td>yes</td></tr>
<tr><td>Number of max-slew violations in the final report</td><td>0</td></tr>
<tr><td>Tightest Pin Transition</td><td>0.143 ns</td></tr>
<tr><td>Final setup viols</td><td>4</td></tr>
<tr><td>Worst clock skew</td><td>0.00150 ns</td></tr>
<tr><td>Total Negative Setup Slacks</td><td>-1.82 ns</td></tr>
<tr><td>Number of hold violations in the final report</td><td>0</td></tr>
<tr><th colspan="2">Worst setup path</th></tr>
<tr><td>Required time worst endpoint</td><td>0.80 ns</td></tr>
<tr><td>CP Max Fanout</td><td>2</td></tr>
<tr><td>Bufs and invs on worst path</td><td>1</td></tr>
<tr><td>Cell chain of the critical path</td><td>buf_2</td></tr>
<tr><td>Master of the slowest instance on the critical path</td><td>sky130_fd_sc_hd__dfrtn_1</td></tr>
<tr><td>Largest stage delay on the critical path</td><td>0.42 ns</td></tr>
<tr><td>Top cell family by delay on the critical path</td><td>flip-flops</td></tr>
<tr><td>Worst setup EP type</td><td>primary output</td></tr>
<tr><td>Worst Path Arrival</td><td>1.28 ns</td></tr>
<tr><td>Worst Setup Path Type</td><td>register to primary output</td></tr>
<tr><td>Critical Path Start Type</td><td>register</td></tr>
<tr><th colspan="2">Logic synthesis</th></tr>
<tr><td>Number of warnings issued by yosys</td><td>1</td></tr>
<tr><td>Flops &amp; latches, synth</td><td>4</td></tr>
<tr><td>Netlist Area Pre-Place</td><td>143 um^2</td></tr>
<tr><td>Number of standard cells reported by yosys</td><td>10</td></tr>
<tr><td>Chip area in the Yosys report</td><td>143 um^2</td></tr>
<tr><td>Post-synth seq share</td><td>0.702</td></tr>
<tr><td>Syn Area/Cell</td><td>14.3 um^2</td></tr>
<tr><td>Count of distinct cell types in the synthesized netlist</td><td>6</td></tr>
<tr><td>Synth Instances</td><td>10</td></tr>
<tr><th colspan="2">Run</th></tr>
<tr><td>Tool warnings</td><td>28</td></tr>
<tr><td>Maxcap violations</td><td>0</td></tr>
<tr><th colspan="2">Placement</th></tr>
<tr><td>Minimum setup slack after placement</td><td>-0.634 ns</td></tr>
<tr><td>RD Place Congestion</td><td>0.625</td></tr>
<tr><td>Placed wire-length estimate</td><td>300 um</td></tr>
<tr><td>Cell area reported after detailed placement</td><td>273 um^2</td></tr>
<tr><td>Number of port buffers</td><td>5</td></tr>
<tr><th colspan="2">Floorplanning</th></tr>
<tr><td>Core Area</td><td>3420 um^2</td></tr>
<tr><td>Full die area</td><td>6400 um^2</td></tr>
<tr><td>Floorplan-stage core utilization</td><td>0.0418</td></tr>
<tr><td>Row cnt</td><td>21</td></tr>
<tr><td>Height of the chip</td><td>80 um</td></tr>
<tr><td>Number of primary I/O pins</td><td>6</td></tr>
<tr><td>Die boundary width</td><td>80 um</td></tr>
<tr><th colspan="2">GRT</th></tr>
<tr><td>Via count of the first global-routing pass</td><td>135</td></tr>
<tr><td>Pin count of the biggest net entering global routing</td><td>5</td></tr>
<tr><td>Overflow left after global routing</td><td>0</td></tr>
<tr><td>Initial antenna violation count</td><td>0</td></tr>
<tr><td>Overall track demand over capacity in global routing</td><td>0.0165</td></tr>
<tr><td>Wire length of the first global-routing pass</td><td>683 um</td></tr>
<tr><th colspan="2">Power</th></tr>
<tr><td>Switching share of total power</td><td>0.184</td></tr>
<tr><td>Total internal power</td><td>301 uW</td></tr>
<tr><td>Power share of the combinational group</td><td>0.019</td></tr>
<tr><td>Net Switching</td><td>68.1 uW</td></tr>
<tr><td>Clock group share of total power</td><td>0.539</td></tr>
<tr><td>Largest voltage drop on the vdd net</td><td>0.182 mV</td></tr>
<tr><td>Power share of the sequential group</td><td>0.443</td></tr>
<tr><td>Static Leak</td><td>0.000156 uW</td></tr>
<tr><td>Power per Cell Area</td><td>1170 nW/um^2</td></tr>
<tr><th colspan="2">Routing</th></tr>
<tr><td>Post-detailed-routing wire length</td><td>432 um</td></tr>
<tr><td>Average vias per placed instance</td><td>1.70</td></tr>
<tr><td>Antenna Cells</td><td>0</td></tr>
<tr><td>Routed wire length per instance</td><td>6.17 um</td></tr>
<tr><td>Violation tally from detailed-route iteration zero</td><td>3</td></tr>
<tr><td>Vias post-DR</td><td>119</td></tr>
<tr><td>Iteration tally of the first detailed-router pass</td><td>2</td></tr>
<tr><td>Count of antenna-violating nets left after detailed routing</td><td>0</td></tr>
<tr><td>Drc violations</td><td>0</td></tr>
<tr><th colspan="2">Min path</th></tr>
<tr><td>Worst hold path class</td><td>register to register</td></tr>
<tr><th colspan="2">Outcome</th></tr>
<tr><td>Failing checks</td><td>negative setup slack</td></tr>
<tr><td>Run status</td><td>complete, but fails checks</td></tr>
</table>
placed cells by master, fill, tap and decap left out, drive strengths merged:
| cell | Yosys | final |
|---|---|---|
| buf | 0 | 10 |
| clkbuf | 0 | 3 |
| clkdlybuf4s50 | 0 | 1 |
| dfrtn | 4 | 4 |
| ha | 1 | 1 |
| inv | 2 | 2 |
| nand3 | 1 | 1 |
| xnor2 | 1 | 1 |
| xor2 | 1 | 1 |
timing repair:
| item | 4_1_cts | 5_1_grt |
|---|---|---|
| setup endpoints to repair | 4 | 6 |
| gates resized | 13 | 3 |
| setup buffers | 3 | 1 |
| hold buffers | 0 | 0 |
power groups by stage:
stage	logic (uW)	registers, uW	clock network (uW)
6_report	6.84	164	199
4_1_cts	7.00	164	213
5_1_grt	7.78	163	232
cell usage after synthesis:
cell                      number  area [um^2]
sky130_fd_sc_hd__xor2_1        1         8.76
sky130_fd_sc_hd__ha_1          1         12.5
sky130_fd_sc_hd__inv_1         2         7.51
sky130_fd_sc_hd__xnor2_1       1         8.76
sky130_fd_sc_hd__nand3_1       1         5.00
sky130_fd_sc_hd__dfrtn_1       4          100
cell type report:
| class | count | area share |
|---|---|---|
| flip-flops and latches | 4 | 0.317 |
| repair buffers | 11 | 0.238 |
| well taps | 46 | 0.183 |
| multi-input cells | 4 | 0.167 |
| clock buffers | 3 | 0.0714 |
| inverters | 2 | 0.0238 |
stage by stage:
stage,cells,total power (uW),hold slack (ns)
finish,70,370,0.465
global placement,64,172,0.435
detailed placement,64,172,0.445
global route,70,404,0.488
floorplan,10,168,0.314
CTS,70,384,0.446
path summary, 6_finish.rpt:
path / startpoint / end / slack (ns) / depth (start not counted)
worst max-delay path: q[1]$_DFF_NP0_ / q[1] / -0.48 / 1
worst min-delay path: q[0]$_DFF_NP0_ / q[0]$_DFF_NP0_ / 0.46 / 2
worst max register to register: q[2]$_DFF_NP0_ / q[3]$_DFF_NP0_ / 0.05 / 4
worst min register to register: q[0]$_DFF_NP0_ / q[0]$_DFF_NP0_ / 0.46 / 2
max in group asynchronous: clear / q[0]$_DFF_NP0_ / 0.30 / 2
min in group asynchronous: clear / q[2]$_DFF_NP0_ / 0.52 / 2
routing by layer:
layer	vias to the layer above	track usage	routed length (um)
met5	-	0	0
met4	0	0.00352	0
met3	0	0.0375	151
met2	8	0.00883	86
met1	53	0.0167	193
li1	58	-	-
cells by family after synthesis:
| group | count (synthesis) | synth area share |
|---|---|---|
| xor gates and xnor gates | 2 | 0.123 |
| buffers and inverters | 2 | 0.0527 |
| DFF | 4 | 0.702 |
| and+or+nand+nor | 1 | 0.0351 |
| adders and majority gates | 1 | 0.0877 |
Power is estimated from default activity; no workload was simulated.
